`run.sh`:
```
#!/bin/bash
# OpenROAD 26Q1-2900-gdf79404cd8, Yosys 0.63+post, stock flow scripts
make -C /OpenROAD-flow-scripts/flow DESIGN_CONFIG=/design/flow/config.mk WORK_HOME=/design/flow/orfs finish
```
`config.mk`:
```
export PLATFORM = sky130hd
export DESIGN_NAME = HW2_alu
export DESIGN_NICKNAME = HW2_alu
export VERILOG_FILES = /design/flow/design.v
export SDC_FILE = /design/flow/constraint.sdc
export NUM_CORES = 4
export LEC_CHECK = 1
export CORE_UTILIZATION = 40
```
`constraint.sdc`:
```
current_design HW2_alu

set clk_period 6.2
set clk_io_pct 0.2

create_clock -name clk0 -period $clk_period [get_ports {clk_p_i}]

set non_clock_inputs [all_inputs -no_clocks]
set_input_delay [expr $clk_period * $clk_io_pct] -clock clk0 $non_clock_inputs
set_output_delay [expr $clk_period * $clk_io_pct] -clock clk0 [all_outputs]
```
`design.v`:
```
`timescale 1ns / 1ps
module HW2_alu (
    clk_p_i,
    reset_n_i,
    data_a_i,
    data_b_i,
    inst_i,
    data_o
    );
input           clk_p_i;
input           reset_n_i;
input   [7:0]   data_a_i;
input   [7:0]   data_b_i;
input   [2:0]   inst_i;
output  [15:0]  data_o;
wire    [15:0]   out_inst_0;  
wire    [15:0]   out_inst_1;
wire    [15:0]   out_inst_2;
wire    [15:0]   out_inst_3;
wire    [15:0]   out_inst_4;
wire    [15:0]   out_inst_5;
wire    [15:0]   out_inst_6;
wire    [15:0]   out_inst_7;
reg     [15:0]   ALU_out_inst;
wire    [15:0]   ALU_d2_w;
reg     [15:0]   ALU_d2_r;
reg     [7:0]    Data_A_o_r;     
reg     [7:0]    Data_B_o_r;
reg     [2:0]    Inst_o_r;
wire    [7:0]    inv;            
wire    [8:0]    twoscomp;
assign ALU_d2_w = ALU_out_inst;
assign data_o = ALU_d2_r;
assign out_inst_0 = Data_A_o_r + Data_B_o_r;     
assign out_inst_1 = Data_A_o_r - Data_B_o_r;
assign out_inst_2 = Data_A_o_r * Data_B_o_r;
assign out_inst_3 = Data_A_o_r & Data_B_o_r;
assign out_inst_4 = Data_A_o_r ^ Data_B_o_r;
assign inv = ~Data_A_o_r;
assign twoscomp = inv + 1;
assign out_inst_5 = {7'b0000000, twoscomp};
assign out_inst_6 = out_inst_1<<2;
assign out_inst_7 = 16'h0000;
always @(Inst_o_r, Data_A_o_r, Data_B_o_r) begin          
    case(Inst_o_r)                                        
        3'b000:     ALU_out_inst = out_inst_0;            
        3'b001:     ALU_out_inst = out_inst_1;
        3'b010:     ALU_out_inst = out_inst_2;
        3'b011:     ALU_out_inst = out_inst_3;
        3'b100:     ALU_out_inst = out_inst_4;
        3'b101: begin
                if(Data_A_o_r[7] == 1'b1) begin
                        ALU_out_inst = out_inst_5;
                end
                else begin
                        ALU_out_inst = {8'h00, Data_A_o_r};
                end
        end
        3'b110:     ALU_out_inst = out_inst_6;
        3'b111:     ALU_out_inst = out_inst_7;
        default:    ALU_out_inst = 0;
    endcase
end
always @(posedge clk_p_i or negedge reset_n_i) begin
    if (reset_n_i == 1'b0) begin
        ALU_d2_r    <= 16'h0000;         
        Data_A_o_r  <= 8'h00;
        Data_B_o_r  <= 8'h00;
        Inst_o_r    <= 3'b111;
    end
    else begin
        ALU_d2_r    <= ALU_d2_w;
        Data_A_o_r  <= data_a_i;
        Data_B_o_r  <= data_b_i;
        Inst_o_r    <= inst_i;
    end
end
endmodule
```
==> impl_metrics.tcl <==
# implementation run metrics
set metrics [dict create \
    status "complete, no violations" \
    vias 3397 \
    antenna_found_initial 0 \
    cp-end-kind "register" \
    grt_pass1_vias 3392 \
    cts_sinks 35 \
    maxSlewHeadroom 0.524 \
    peakVddDrop_v 0.000230 \
    drv_slew 0 \
    via_per_inst 5.35 \
    crit_type "register to register" \
    wire_per_inst_um 16.1 \
    gp_congestion 0.905 \
    cts_root_buffer "clkbuf_8" \
    placed_cell_area_mm2 0.00474 \
    crit_required_ns 6.37 \
    die_area_mm2 0.0111 \
    netlist.area_leader.share 0.187 \
    initial_utilization 0.413 \
    die_h_um 106 \
    rows 37 \
    ys_ff 35 \
    grt_pass1_wl_mm 17.4 \
    drive_gt1_frac 0.0441 \
    hold_viol_final 0 \
    clock_skew_ns 0.00830 \
    worst_r2r_path_depth 14 \
    ant_nets 0 \
    fin_setup_tns_ns 0 \
    synthArstFlopShare 1.00 \
    h-tree-depth 2 \
    rsz0062_at_grt "no" \
    area_growth_pct 12.9 \
    drv_cap 0 \
    leakagePower_nw 2.27 \
    remaining_drc_errors 0 \
    grt_max_degree 36 \
    overflow 0 \
    port_buffers 36 \
    top_cell "inv_1" \
    drtIter0Drc 144 \
    hold_path_class "register to register" \
    tool_warnings 33 \
    clockBufferDepth 2 \
    setup.worst_path.start_class "register" \
    clock.fmax_mhz 209 \
    cts_setup_buffers 0 \
    final_area_mm2 0.00484 \
    die_w_um 106 \
    netlist_area_mm2 0.00429 \
    postCtsHoldBufs 0 \
    firstDrtPassIters 4 \
    common_cells "inv_1, ha_1, nor2_1" \
    cts.clk_slew.worst_paths_ns 0.07 \
    io_pins 37 \
    yosys_warnings 1 \
    crit_arrival_ns 4.96 \
    syn-instance-count 473 \
    synthDistinctLibCells 64 \
    core-area_mm2 0.0104 \
    worstMarginPinSlew_ns 0.708 \
    worstReg2RegStart "Data_A_o_r[4]$_DFF_PN0_" \
    setup_viol 0 \
    yosysTopAreaCell "dfrtp_1" \
    ys_area_mm2 0.00429 \
    synth_stat.cells 473 \
    postRouteWirelength_mm 10.2 \
    p_per_area_mw_per_mm2 234 \
    cts-resized-gates 0 \
    postSynthSeqShare 0.205 \
    critPathMaxFanout 13 \
    grt_use_total 0.206 \
    diodes 0 \
    min_to "ALU_d2_r[0]$_DFF_PN0_" \
    regToRegEndpoint "ALU_d2_r[12]$_DFF_PN0_" \
    hp-start "Inst_o_r[2]$_DFF_PN1_" \
    fin_crit_sh 0.772 \
    hpwl_mm 8.12 \
    cts_tree "yes" \
    holdPathStages 1 \
    fin_crit_ns 4.79 \
    holdWs_ns 0.675 \
    cts_buffers 5 \
    synthFlopType "dfrtp_1" \
    edf_count 0 \
    rrSetupSlack_ns 1.41 \
    clock_latency_ns 0.30 \
    top_cells_by_area "dfrtp_1, fa_1, ha_1, inv_1, and2_1" \
    synth.avg_cell_area_um2 9.06 \
]
layout make-up:
class,count,area (µm²)
clock buffer,8,100
fill,1011,5530
inverter,67,251
multi-input combinational,351,3070
sequential,35,880
tap,136,170
timing repair buffer,38,370
critical path: stages (launching register included):
cell,delay (ns)
dfrtp_1,0.67
ha_1,0.47
fa_1,0.47
fa_1,0.48
fa_1,0.54
inv_1,0.06
fa_1,0.53
inv_1,0.04
ha_1,0.36
o21a_1,0.15
o21ai_0,0.17
a21oi_1,0.11
o41ai_1,0.33
xor2_1,0.18
o21ai_0,0.09
routing by layer:
layer | global-route usage | part of all wire
met1 | 0.309 | 0.46
met3 | 0.0429 | 0.053
met4 | 0.0169 | 0.0073
met2 | 0.331 | 0.48
met5 | 0 | 0
metrics by stage:
| step | util | power, mW | instances | worst slack [ns] |
|---|---|---|---|---|
| floorplan | - | 0.769 | 473 | 1.90 |
| global route | 0.467 | 1.27 | 635 | 1.15 |
| CTS | 0.467 | 1.16 | 635 | 1.39 |
| detailed placement | 0.457 | 0.949 | 627 | 1.49 |
| finish | 0.467 | 1.13 | 635 | 1.41 |
| global placement | 0.457 | 0.953 | 627 | 1.49 |
cell usage in the layout (no fill, tap or decap), drive strengths merged, types with 6 or more instances in the layout:
cell and instances:
nand2b 8, a221o 6, a211oi 6, dfrtp 32, ha 53, clkdlybuf4s50 35
nor3 7, a21oi 19, clkbuf 8, nand2 21, xnor2 15, nor2 40
o21ai 19, inv 66, and2 38, fa 38
where the power goes:
group | internal (mW) | total, mW | switching, mW
logic | 0.310 | 0.661 | 0.351
clock network | 0.101 | 0.189 | 0.0874
registers | 0.256 | 0.284 | 0.0279
total | 0.668 | 1.13 | 0.466
logic make-up (layout without fill, tap and decap cells):
kind of cell             Yosys count  in the layout  synth area share
AND-OR/OR-AND                     95             95             0.159
XOR/XNOR                          19             19            0.0388
adder cells (fa/ha/maj)           91             91             0.332
buffers and inverters             87            113            0.0788
flip-flops                        35             35             0.205
multiplexers                       6              6            0.0143
AND/OR/NAND/NOR                  140            140             0.171
how the worst max path moves through the flow:
stage | start | slack [ns] | to
4_1_cts | Data_A_o_r[4]$_DFF_PN0_ | 1.39 | ALU_d2_r[12]$_DFF_PN0_
5_1_grt | Data_A_o_r[1]$_DFF_PN0_ | 1.15 | ALU_d2_r[6]$_DFF_PN0_
6_report | Data_A_o_r[4]$_DFF_PN0_ | 1.41 | ALU_d2_r[12]$_DFF_PN0_
state kept, by name (all words and copies together) (netlist names):
register    flops
Inst_o_r        3
Data_A_o_r      8
Data_B_o_r      8
ALU_d2_r       16
Power and IR drop assume default switching activity.
